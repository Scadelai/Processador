--- design/flow/run.sh ---
#!/bin/bash
# OpenROAD 26Q1-2900-gdf79404cd8, Yosys 0.63+post, stock flow scripts
make -C /OpenROAD-flow-scripts/flow DESIGN_CONFIG=/design/flow/config.mk WORK_HOME=/design/flow/orfs finish
--- design/flow/config.mk ---
export PLATFORM = sky130hd
export DESIGN_NAME = ExtensorBit
export DESIGN_NICKNAME = ExtensorBit
export VERILOG_FILES = /design/flow/design.v
export SDC_FILE = /design/flow/constraint.sdc
export NUM_CORES = 4
export LEC_CHECK = 1
export CORE_AREA = 10 10 72 72
export DIE_AREA = 0 0 82 82
export SYNTH_HDL_FRONTEND = slang
--- design/flow/constraint.sdc ---
current_design ExtensorBit

set clk_period 3.8
set clk_io_pct 0.2

create_clock -name clk0 -period $clk_period

set non_clock_inputs [all_inputs -no_clocks]
set_input_delay [expr $clk_period * $clk_io_pct] -clock clk0 $non_clock_inputs
set_output_delay [expr $clk_period * $clk_io_pct] -clock clk0 [all_outputs]
--- design/flow/design.v ---
module ExtensorBit (
    input[25:0] in1,
    input[13:0] in2,
    input[16:0] in3,
    input[1:0] select,
    output reg [31:0] out
    );
always @ (*)
begin
    case (select)
        2'b00: 
        begin
            out = in1;
            if(in1[25] == 1'b1)
                out = out + 32'b11111100000000000000000000000000;
        end
        2'b01: 
        begin
            out = in2;
            if(in2[13] == 1'b1)
                out = out + 32'b11111111111111111100000000000000;
        end
        2'b10:
        begin
            out = in3;
            if(in3[16] == 1'b1)
                out = out + 32'b11111111111111100000000000000000;
        end
        default: out = 32'b0;
    endcase
end
endmodule
==> git commit body <==
Add synthesis and place-and-route results

* Area grow syn2layout: 143%
* Placer congestion estimate: 0.801
- Data arrival time of the critical path: 2.47 ns
- The number of antenna violations at the first check in global routing came to 0.
- For reference, the final report shows the hold violation count at 0.
- Core Density at Floorplan: 16.4%
* Fraction of met1 tracks used by global routing: 9.17%
- Derived from the worst setup path, the maximum achievable clock frequency is 310 MHz.
* Most frequent cells after synthesis: 26 x mux2i_1, 13 x o2bb2ai_1, 9 x buf_4
- After routing, the total negative slack on setup checks comes to 0 ns.
- M2 GR Usage: 12.4%
* Transition time of the tightest slew-check pin: 0.420 ns
- Final critical delay including setup and external delays: 3.23 ns
* Startpoint type of the worst setup path: input port
* Worst slew margin: 72.0%
* Part of the Yosys area used for sequential elements: 0%
- After layout, the clock buffer instance count stands at 0.
- Per the log, the first TritonRoute iteration ended with a DRC count of 2.
- Wire length per cell after detailed routing: 15.4 µm
* Wire length of the first global-routing pass: 4280 µm
- Tally of max-capacitance violations: 0
- The path with the worst hold slack has its endpoint at out[5].
- Leakage power of the design: 0.588 nW
- Ranked by total cell area, the synthesized netlist is headed by mux2i_1 43%, o2bb2ai_1 19%, buf_4 11%.
- Detailed placer's ending HPWL: 2610 µm
* Final worst hold slack: 2.43 ns
* IO buf count: 91
- Warnings reported by Yosys during synthesis add up to 0.
* Die footprint: 0.00672 mm²
- The flow reported a cell area power density of 113 mW/mm².
- The critical path is of the in2out type.
* Global-route layer with the greatest usage: met2
* Overall via count from detail_route: 846
- The layout report lists the multi-input gate area as 473 µm².
- The most common cell in the synthesized netlist is mux2i_1.
* Post-CTS setup buffers: 0
- The first TritonRoute pass finished after 2 iterations.
- Maximum vdd ir drop: 0.0474 mV
- During I/O placement, the number of pins put on the boundary was 91.
- Synthesized area per cell: 8.76 µm²
* Maximum number of pins on one net before global-route repair: 16
- The global routing report lists combined usage of all routing layers as 7.82%.
- Global routing used 5.29% of the available met3 tracks.
* Tool warnings: 32
* Leftover overflow at the end of global routing: 0
- The script parses the final routing iteration and logs DRC violations as 0.
* Critical Path Fanout Max: 13
- Post-synthesis cell count from yosys: 69
- Cells with a size suffix above 1 make up 4.70% of the layout.
- Data on the critical path is required at its endpoint by 3.04 ns.
- The min-delay analysis places its worst path in the category in2out.
- After floorplanning, the core was sized to cover 0.00369 mm².
- Total routed wirelength: 3040 µm
- Per-cell via count in the routed design: 4.29
- For reference, the placement row count at floorplan is 22.
* Number of routed nets with antenna violations: 0
* Final Setup Violations: 0
- Number of distinct standard cells referenced by the synthesized netlist: 11
- In this run the horizontal extent of the chip is 82 µm.
- Number of fillers in the final layout: 358
- Hold Path Depth: 3
- The repair_antennas step left the layout with diodes totalling 0.
- The stat command in Yosys gives a chip area of 604 µm².
- Area leader share: 43.1%
- Synthesis produced a netlist whose cell count is 69.
- The flow ran to the end, and the final reports show no timing, DRC or antenna violations.
* Setup repair after global routing missed its margin: false
* Cell area after technology mapping: 604 µm²
* Flip-flops: 0
* Vias in the first global route: 873
- Vertical die dimension: 82 µm
- Final period util: 84.9%
- The area taken by sequential standard cells is reported as 0 µm².
* Min-Delay Startpoint: in2[5]
- Hold-fix buffers, CTS: 0
- Per the final report, max-transition violations number 0.
- Post-CTS repair changed the size of 0 cells.
* Cell accounting for the most synthesized area: mux2i_1
- Capturing element type of the critical path: primary output
per-stage QoR:
step / std cells / setup WS [ns] / instance area [µm²] / util, % / power (mW)
6_report: 197 / 0.574 / 1470 / 39.8 / 0.165
4_1_cts: 197 / 0.533 / 1470 / 39.8 / 0.169
3_3_place_gp: 197 / 0.559 / 1470 / 39.8 / 0.167
2_1_floorplan: 69 / 1.46 / 604 / - / 0.0547
5_1_grt: 197 / 0.439 / 1470 / 39.8 / 0.180
3_5_place_dp: 197 / 0.536 / 1470 / 39.8 / 0.168
logic make-up (layout without fill, tap and decap cells):
family,after synthesis,in the layout,synth area share (%)
mux,26,26,43.1
buf+inv,15,95,21.7
simple gates,2,2,5.59
compound gates,26,26,29.6
cell type report:
type	count	area share [%]
timing repair buffer	95	63.7
tap	48	4.09
multi-input combinational	54	32.2
layout by cell type, fill, tap and decap left out, drive strengths merged:
master	count
clkdlybuf4s50	90
buf	5
nor2b	1
mux2i	26
nand3b	1
o21ai	13
o2bb2ai	13
report_power, final:
group          internal, mW  switching, mW
combinational         0.123         0.0428
sequential                0              0
clock                     0              0
how the worst max path moves through the flow:
stage,slack [ns],cells past startpoint,from,end
5_1_grt,0.44,4,select[0],out[3]
4_1_cts,0.53,4,select[0],out[3]
6_report,0.57,4,select[0],out[3]
worst max-delay path: stages:
cell             delay, ns
clkdlybuf4s50_1       0.65
nor2b_4               0.41
o2bb2ai_1             0.16
clkdlybuf4s50_1       0.49
layer usage:
layer	up-vias	wire [µm]
li1	420	-
met1	362	1250
met2	64	1230
met3	0	550
met4	0	0
met5	-	0
Power is estimated from default activity; no workload was simulated.
